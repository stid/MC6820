===== design.v =====
`timescale 1us/1us
module IRQControl (clk, readp, deselect, nreset, isLocked);
    input   clk, readp, nreset, deselect;
    output  isLocked;
    reg     isLocked;
    reg     state;
    reg	    next_state;
    parameter NOT_READY = 1'b1, READY = 1'b0;
    always @ (posedge clk, negedge nreset) begin
        if (!nreset) begin
            state <= READY;
        end
        else begin
            state <= next_state;
        end
    end
    always @ (state, readp, deselect) begin
        case (state)
            READY:
                if (readp == 1)
                    next_state = NOT_READY;
                else
                    next_state = READY;
            NOT_READY:
                if (deselect)
                    next_state = READY;
                else
                    next_state = NOT_READY;
            default:
                next_state = READY;
        endcase
    end
    always @ (state, readp, deselect) begin
        case (state)
            READY:
                if (readp == 1)
                    isLocked = 1;
                else
                    isLocked = 0;
            NOT_READY:
                if (deselect)
                    isLocked = 0;
                else
                    isLocked = 1;
            default:
                isLocked = 0;
        endcase
    end
endmodule
`timescale 1us/1us
module MC6820B(
        input [ 7:0] DI,		     
        output reg [ 7:0] DO,    
        input [ 7:0] PAI,		     
        output reg [ 7:0] PAO,   
        input [ 7:0] PBI,        
        output reg [ 7:0] PBO,   
        input CA1,		           
        input CB1,		           
        input CA2I,		           
        output reg CA2O,         
        input CB2I,		           
        output reg CB2O,         
        input [ 2:0] CS,		     
        input [ 1:0] RS,		     
        input rw,				         
        input enable,                
        input nreset,			     
        output wire irqA,             
        output reg irqB              
    );
    reg [7:0] CRA = 8'b00000000;         
    reg [7:0] CRB = 8'b00000000;         
    reg [7:0] DDRA = 8'b00000000;        
    reg [7:0] DDRB = 8'b00000000;        
    reg [7:0] DIR = 8'b00000000;         
    wire isDeselected;                        
    wire PeriferialASelected;
    reg ISCA1 = 0;                       
    reg ISCA2 = 0;                       
    reg ORA;                             
    assign isDeselected = (CS[0] & CS[1]) ^ CS[2];
    assign PeriferialASelected = RS[1:0] == 2'b00 && CRA[2] == 1;
    wire aIsLocked;
    IRQControl IRQAControl(
                   .clk(enable),
                   .readp(PeriferialASelected && rw),
                   .deselect(!isDeselected),
                   .nreset(nreset),
                   .isLocked(aIsLocked)
               );
    assign irqA = !((CRA[0] && ISCA1) || (CRA[3] && ISCA2));
    always @(*) begin
        if (PeriferialASelected && rw) begin
            ISCA1 = 0;
        end
        else begin
            ISCA1 = (!(CA1 ^ CRA[1]) && !aIsLocked) || CRA[7];
        end
    end
    always @(*) begin
        if (PeriferialASelected && rw) begin
            ISCA2 = 0;
        end
        else begin
            ISCA2 = (!(CA2I ^ CRA[4]) && !aIsLocked) || CRA[6];
        end
    end
    always @(posedge enable, negedge nreset) begin: CRA7_BLOCK
        if (~nreset) begin
            CRA[7] <= 0;
        end
        else begin
            CRA[7] <= ISCA1;
        end
    end
    always @(posedge enable, negedge nreset) begin: CRA6_BLOCK
        if (~nreset) begin
            CRA[6] <= 0;
        end
        else begin
            CRA[6] <= ISCA2;
        end
    end
    always @(posedge enable) begin: DO_BLOCK
        if (!isDeselected) begin
            DO <= 0;  
        end else begin
            if (!rw) begin
                DO <= 0;  
            end
            else begin
                if (RS[1:0] == 2'b01) begin
                    DO <= CRA;
                end
                else if (PeriferialASelected) begin
                    DO <= PAI;
                end
                else if (RS[1:0] == 2'b00 && CRA[2] == 0) begin
                    DO <= DDRA;
                end
            end
        end
    end
    always @(negedge enable) begin: DIR_BLOCK
        if (~nreset) begin
            DIR <= 0;
        end
        else begin
            if (~rw) begin
                DIR <= DI;
            end
        end
    end
    always @(posedge enable, negedge nreset) begin: CRA50_BLOCK
        if (~nreset) begin
            CRA[5:0] <= 0;
        end
        else begin
            if (~rw && RS[1:0] == 2'b01) begin
                CRA[5:0] <= DIR[5:0];
            end
        end
    end
    always @(posedge enable) begin: PAO_BLOCK
        if (nreset) begin
            if (~rw && PeriferialASelected) begin
                PAO <= DIR;
            end
        end
    end
    always @(posedge enable, negedge nreset) begin: DDRA_BLOCK
        if (~nreset) begin
            DDRA <= 0;
        end
        else begin
            if (~rw && RS[1:0] == 2'b00 && CRA[2] == 0) begin
                DDRA <= DIR;
            end
        end
    end
endmodule

===== run.sh =====
#!/bin/bash
# OpenROAD 26Q1-2900-gdf79404cd8, Yosys 0.63+post, stock flow scripts
make -C /OpenROAD-flow-scripts/flow DESIGN_CONFIG=/design/flow/config.mk WORK_HOME=/design/flow/orfs finish

===== config.mk =====
export PLATFORM = sky130hd
export DESIGN_NAME = MC6820B
export DESIGN_NICKNAME = MC6820B
export VERILOG_FILES = /design/flow/design.v
export SDC_FILE = /design/flow/constraint.sdc
export NUM_CORES = 4
export LEC_CHECK = 1
export CORE_AREA = 10 10 107 107
export DIE_AREA = 0 0 117 117

===== constraint.sdc =====
current_design MC6820B

set clk_period 2.7
set clk_io_pct 0.2

create_clock -name clk0 -period $clk_period [get_ports {enable}]

set non_clock_inputs [all_inputs -no_clocks]
set_input_delay [expr $clk_period * $clk_io_pct] -clock clk0 $non_clock_inputs
set_output_delay [expr $clk_period * $clk_io_pct] -clock clk0 [all_outputs]

==> out/metrics.csv <==
stage,metric,value,unit
job,tool_warnings,43,
setup_path,cp_max_fo,12,
cts,clk_pin_slew,0.08,ns
drt,routed_via_density,3.809,
pwr,switching_share,26.02,%
cts,hold_buffers,0,
layout,drive_gt1_share,18.27,%
logic_synthesis,synth_flops,41,
timing,setup-violations-final,0,
drt,detail_route.first_pass.iterations,4,
placed_design,portBuffers,42,
logic_synthesis,ys_types,32,
setup_path,endpoint_kind,register,
logic_synthesis,ys_seq_share,54.53,%
logic_synthesis,ff_type,dfrtp_1,
timing,whs,0.5009,ns
timing,hold_viol,0,
logic_synthesis,top_cells_by_area,"dfrtp_1 (24%), dfxtp_1 (18%), edfxtp_1 (13%), mux2_2 (8.7%), mux2i_1 (6.6%)",
grt,grt.total_usage,6.486,%
outcome,status,"finished, final reports clean",
logic_synthesis,synthCells,148,
cts,tritoncts,built,
floorplanning,io_pins,64,
floorplanning,die_x,117,µm
cts,root_buffer,clkbuf_8,
drt,drc,0,
setup_path,slowest_delay,0.51,ns
pwr,ir_worst_vdd,0.2338,mV
layout,syn_to_final_growth,37.92,%
placed_design,place.gp.congestion,0.8343,
worst_hold_path,hold_path_class,reg2reg,
setup_path,worstPathArrival,1.48,ns
setup_path,worst_ep_required_time,1.58,ns
logic_synthesis,ys_chip_area,1808,µm²
pwr,switchingPower,350.8,µW
layout,final_cells,319,
floorplanning,die_h,117,µm
grt,antenna_found_initial,0,
floorplanning,initial_core_util,19.66,%
timing,final.setup_skew,0.05720,ns
pwr,leakagePower,0.001009,µW
logic_synthesis,syn_area,1808,µm²
grt,overflow,0,
pwr,internal-power,997.7,µW
drt,vias,1215,
cts,cts_max_level,2,
job,cap_violations,0,
pwr,powerDensity,540.8,nW/µm²
timing,slew_headroom,59.45,%
logic_synthesis,edf_count,8,
drt,ant_nets,0,
placed_design,dpl.cell_count,304,
setup_path,crit_type,in2reg,
cts,cts_sinks,41,
floorplanning,num_rows,35,
layout,fillers,955,
timing,slew_viol_final,0,
pwr,share_comb_of_total_power,15.0,%
timing,layout_setup_ws,0.09711,ns
grt,grt_start_max_net_pins,17,
cts,cts_made_buffers,5,
floorplanning,dieArea,13690,µm²
cts,cts_setup_buffers,0,
logic_synthesis,avgSynthCellArea,12.22,µm²
drt,routed_wl,4.391,mm
logic_synthesis,async_flop_share,41.46,%
setup_path,crit_chain,clkdlybuf4s50_1 > buf_12 > mux2i_1 > nor2b_1,
drt,drt_iter0_drc,50,
grt,grt_pass1_vias,1310,
floorplanning,fp.coreArea,9196,µm²
cts,clock_path_buffers,2,
placed_design,post-place-ws,-0.2344,ns
timing,tightestPinTransition,0.6038,ns
logic_synthesis,yosysCellCount,148,
drt,wl_per_cell,13.76,µm
logic_synthesis,yosys_warnings,13,
logic_synthesis,synth_top_area_share,23.53,%
drt,num_antenna_cells,0,
cts,clk_latency,0.35,ns
logic_synthesis,top_area_cell,dfrtp_1,
timing,rsz0062_at_grt,false,
setup_path,slowest_stage,clkdlybuf4s50_1,
pwr,p_seq_share,52.1,%
pwr,clkPwrFrac,32.9,%
grt,grt_pass1_wl,6.858,mm
setup_path,start_kind,input pin,
layout,final_util,27.12,%
placed_design,dp_hpwl,3.498,mm
==> critical path: cells and delay by family <==
family                 cells  cell delay [ns]
buffers and inverters      2             0.68
multiplexers               1             0.20
AND/OR/NAND/NOR            1             0.06
==> kinds of logic (layout without fill, tap and decap cells) <==
group	Yosys count	after routing	synth area share, %
flops	41	41	54.53
simple gates	32	32	12.39
compound gates	26	26	8.997
mux	26	26	15.36
buf+inv	19	69	7.059
xor+xnor	3	3	1.454
other cells	1	11	0.2074
==> cells in the final DEF (no fill, tap or decap), types with 9 or more instances in the layout <==
cell type        synthesis  layout
buf_4                   12      10
clkdlybuf4s50_1          0      39
conb_1                   1      11
dfrtp_1                 17      17
dfxtp_1                 16      16
mux2_2                  14      14
mux2i_1                 12      12
nor2b_1                 13      13
o21ai_0                  9       9
==> per-layer routing <==
metal	up-vias	wire [µm]	GRT usage (%)
met1	554	2014	8.901
li1	621	-	-
met2	35	2022	10.09
met3	5	311	2.270
met4	0	43	0.6590
met5	-	0	0
==> power by group through the flow <==
stage | Combinational [µW] | Clock (µW) | Sequential [µW]
global route | 224 | 493 | 709
CTS | 206 | 458 | 703
finish | 202 | 444 | 702
==> what timing repair did <==
item | in CTS | in global routing
gates resized | 4 | 0
setup endpoints to repair | 1 | 0
endpoints found under the hold margin | 0 | 0
==> final timing paths <==
| check | from | to | slack [ns] | cells past startpoint |
|---|---|---|---|---|
| max in group asynchronous | nreset | DDRA[5] | 1.70 | 2 |
| setup / recovery | rw | DIR[5] | 0.1 | 4 |
| hold reg to reg | DDRA[3] | DDRA[3] | 0.50 | 1 |
| setup reg to reg | DIR[4] | DDRA[4] | 0.59 | 1 |
| hold / removal | DDRA[3] | DDRA[3] | 0.50 | 1 |
| min in group asynchronous | nreset | DDRA[7] | 0.81 | 2 |
==> per-stage QoR <==
step           power, µW  area (µm²)  TNS, ns
2_1_floorplan      849.7        1846        0
3_3_place_gp       940.9        2376   -2.002
3_5_place_dp       942.3        2376   -1.972
4_1_cts             1368        2494        0
5_1_grt             1425        2494        0
6_report            1349        2494        0
==> cell type report <==
type                       count  area [µm²]  area share [%]
clock inverter                10       45.04           1.806
tap                          111       138.9           5.569
timing repair buffer          53       511.7           20.52
multi-input combinational     98       739.5           29.65
clock buffer                   6       72.57           2.910
sequential                    41       985.9           39.54
==> cells in the mapped netlist (3+ instances only) <==
cell type	count
a21oi_1	5
a22oi_1	8
buf_2	3
buf_4	12
dfrtp_1	17
dfxtp_1	16
edfxtp_1	8
mux2_2	14
mux2i_1	12
nand2_1	4
nor2_1	4
nor2b_1	13
o21ai_0	9
==> sequential cells by signal, summed over array words and instances, names as in the netlist <==
name / cells
CRA: 8
DIR: 8
IRQAControl.state: 1
DO: 8
PAO: 8
DDRA: 8
Power and IR drop assume default switching activity.
